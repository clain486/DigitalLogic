$ cat /design/flow/design.v
module alu(a,b,aluc,r,zero,carry,negative,overflow);
input [31:0] a,b;
input [3:0] aluc;
output reg [31:0] r;
output reg zero,carry,negative,overflow;
always@(*)
begin
    case(aluc)
        4'b0010:
            begin
            r=a+b;
            overflow=((a[31]==b[31])&&(~r[31]==a[31]))?1:0;
            zero=(r==0)?1:0;
            carry=0;
            negative=(r<0)?1:0;
            end
        4'b0000:
            begin
            {carry,r}=a+b;
            zero=(r==0)?1:0;
            overflow=0;
            negative=(r[31]==1)?1:0;
            end
        4'b0011:
            begin
            r=a-b;
            overflow=((a[31]==0 && b[31]==1 && r[31]==1) || (a[31]==1 && b[31]==0 && r[31]==0))?1:0;
            zero=(a==b)?1:0;
            carry=0;
            negative=(r<0)?1:0;
            end
        4'b0001:
            begin
            {carry,r}=a-b;
            zero=(r==0)?1:0;
            overflow=0;
            negative=(r[31]==1)?1:0;
            end
        4'b0100:
            begin
            r=a&b;
            zero=(r==0)?1:0;
            carry=0;
            overflow=0;
            negative=(r[31]==1)?1:0;
            end
        4'b0101:
            begin
            r=a|b;
            zero=(r==0)?1:0;
            carry=0;
            overflow=0;
            negative=(r[31]==1)?1:0;
            end
        4'b0110:
            begin
            r=a^b;
            zero=(r==0)?1:0;
            carry=0;
            overflow=0;
            negative=(r[31]==1)?1:0;
            end
        4'b0111:
            begin
            r=~(a|b);
            zero=(r==0)?1:0;
            carry=0;
            overflow=0;
            negative=(r[31]==1)?1:0;
            end
        11'b1011:
            begin                        
            if(a[31]==1 && b[31]==0)
                r=1;
            else if(a[31]==0 && b[31]==1)
                r=0;
            else 
                r=(a<b)?1:0;
           overflow=r; 
           zero=(r==0)?1:0;
           carry=0;
           negative=(a<b)?1:0;
           end
        4'b1010:
            begin
            r=(a<b)?1:0;
            carry=r;
            zero=(r==0)?1:0;
            overflow=0;
            negative=(r[31]==1)?1:0;
            end
        4'b111x:
            begin
            {carry,r}=b<<a;
            overflow=0;
            zero=(r==0)?1:0;
            negative=(r[31]==1)?1:0;
            end
        4'b1101:
            begin
            r=b>>a;
            carry=b[a-1];
            overflow=0;
            zero=(r==0)?1:0;
            negative=(r[31]==1)?1:0;
            end
        4'b1100:
            begin
            r=($signed(b))>>>a;
            carry=b[a];
            overflow=0;
            zero=(r==0)?1:0;
            negative=(r[31]==1)?1:0;
            end
        4'b100x:
            begin
            r={b[15:0],16'b0};
            carry=0;
            overflow=0;
            zero=(r==0)?1:0;
            negative=(r[31]==1)?1:0;
            end       
    endcase
end
endmodule
$ cat /design/flow/run.sh
#!/bin/bash
# OpenROAD 26Q1-2900-gdf79404cd8, Yosys 0.63+post, stock flow scripts
make -C /OpenROAD-flow-scripts/flow DESIGN_CONFIG=/design/flow/config.mk WORK_HOME=/design/flow/orfs finish
$ cat /design/flow/config.mk
export PLATFORM = sky130hd
export DESIGN_NAME = alu
export DESIGN_NICKNAME = alu
export VERILOG_FILES = /design/flow/design.v
export SDC_FILE = /design/flow/constraint.sdc
export NUM_CORES = 4
export LEC_CHECK = 1
export CORE_UTILIZATION = 50
$ cat /design/flow/constraint.sdc
current_design alu

set clk_period 16.4
set clk_io_pct 0.2

create_clock -name clk0 -period $clk_period

set non_clock_inputs [all_inputs -no_clocks]
set_input_delay [expr $clk_period * $clk_io_pct] -clock clk0 $non_clock_inputs
set_output_delay [expr $clk_period * $clk_io_pct] -clock clk0 [all_outputs]
==> impl_metrics.yaml <==
# yosys + openroad results
cts:
  cts_hold_buffers: 0
  postCtsSetupBuffers: 0
  cts_resized: 0
setup_path:
  startpoint_type: "input port"
  crit_path_max_fanout: 64
  required_ns: 13.12
  crit_type: "in2out"
  crit_arrival_ns: 9.62
  endpoint_kind: "output pin"
placement:
  dp.cells: 2292
  portBuffers: 104
  place_congestion: 1.18
  placed_area_um2: 14700
  pre_cts_slack_ns: 3.91
  hpwl_um: 58700
floorplanning:
  core_um2: 26400
  die_x_um: 167
  ios: 104
  rows: 59
  chipArea_um2: 27800
  die_y_um: 167
  fp_util_pct: 51.5
timing:
  maxSlewHeadroom_pct: 11.7
  tightest_slew_ns: 1.29
  hold_viol: 0
  slew_viol_final: 0
  setup_viol_count_final: 0
  rsz0062_at_grt: "no"
  worst_slack_ns: 3.50
  tns_ns: 0
  fmax_ghz: 0.0775
  fin_crit_sh_pct: 78.7
  min_period_ns: 12.90
logic_synthesis:
  largest_area_cell: "mux4_2"
  yosys_warnings: 1
  ys_types: 93
  area_leaders: "mux4_2 (14%), ha_1 (9.0%), a21oi_1 (6.6%)"
  syn_avg_cell_area_um2: 6.88
  ys_chip_area_um2: 13600
  syn_area_um2: 13600
  ys_cells: 1972
  syn_inst: 1972
  top_area_share_pct: 13.6
  seq_area_frac_synth_pct: 0
pwr:
  cellLeakagePower_nw: 5.49
  ir_drop_mv: 0.0361
  p_clk_share_pct: 0
  pwr_density_cell_nw_per_um2: 40.6
  p_comb_share_pct: 100.0
  p_switching_mw: 0.385
  intPower_mw: 0.213
  p_sw_share_pct: 64.4
  seqPwrFrac_pct: 0
final_layout:
  logic_area_um2: 12400
  n_fill_cell: 2462
  final_common_cell: "a21oi_1"
  n_sequential_cell: 0
  layout.cells.non_filler: 2293
  clkbuf_count: 0
  lay_top_cells: "a21oi_1 (178), nand2_1 (174), nor2_1 (170), o21ai_0 (144), inv_1 (106)"
  drive_above_1_share_pct: 11.4
  area_growth_pct: 8.39
  final_cell_area_um2: 14700
  seqCellArea_um2: 0
worst_hold_path:
  min_path_cells: 5
  holdPathEnd: "r[5]"
  hold_start: "aluc[1]"
  hold_path_class: "in2out"
route:
  post_drt_wl_per_cell_um: 33.8
  avgViaCountPerCell: 7.96
  vias: 18200
  ant_nets: 0
  first_pass_iters: 12
  drcViolationCount: 0
  totalWireLength_um: 77500
  dr.first_iter.drc_count: 3560
grt:
  antenna_found_initial: 5
  grt_pass1_vias: 16500
  grt_pass1_wl_um: 112000
  grt_overflow: 0
  grt_start_max_net_pins: 71
  grt_usage_pct: 55.8
run:
  maxCapViolCount: 0
  tool_warnings: 98
status:
  outcome: "complete, no violations"
[worst max-delay path by stage]
stage     start    to  slack [ns]  cells past startpoint
5_1_grt    a[2]  zero        3.27                     15
6_report   a[2]  zero        3.50                     15
4_1_cts    a[2]  zero        3.90                     15
[layer usage]
layer	GRT usage, %	part of all wire [%]	wire [um]	vias to the layer above
met4	24.5	6.6	5120	14
met2	71.1	36	28100	1962
li1	-	-	-	7538
met1	73.3	36	28200	8329
met5	5.57	0.35	275	-
met3	35.4	20	15800	403
[cell families (layout without fill, tap and decap cells)]
kind of cell    count (synthesis)  count (layout)  synth area share [%]
buf+inv                       295             280                  8.79
xor+xnor                       50              50                  3.36
compound gates                657             657                  31.8
other cells                     0               1                     0
fa+ha+maj                     101             101                  9.40
mux                           188             188                  21.8
simple gates                  681             681                  24.8
[per-stage QoR]
stage,total power [mW],utilization [%],hold slack (ns)
2_1_floorplan,0.345,-,6.72
3_3_place_gp,0.552,55.8,7.44
3_5_place_dp,0.553,55.8,7.45
4_1_cts,0.556,55.8,7.45
5_1_grt,0.612,55.8,7.52
6_report,0.598,55.8,7.50
[critical path: stages]
cell,delay (ns)
buf_4,0.60
clkinv_1,0.92
ha_1,0.77
nand2b_1,0.28
a2111oi_1,0.53
o211a_1,0.38
o31ai_1,0.13
a311oi_1,0.30
xnor2_1,0.15
a2111oi_0,0.90
o2111ai_1,0.29
nor4_1,0.30
nor3_1,0.09
o31ai_1,0.13
clkdlybuf4s50_1,0.55
[power groups by stage]
stage     clock network (mW)  registers [mW]  logic, mW
6_report      0.000000000128               0      0.598
5_1_grt                    0               0      0.612
4_1_cts                    0               0      0.556
[layout make-up]
type / count / area share [%]
inverter: 115 / 2.93
antenna: 1 / 0.0170
multi-input combinational: 1677 / 84.2
timing repair buffer: 165 / 10.0
tap: 335 / 2.85
[cells in the mapped netlist (40+ instances only)]
library cell  number
a21oi_1          178
clkbuf_1         110
ha_1              98
inv_1            106
mux2i_1           72
mux4_2            82
nand2_1          174
nand3_1           55
nand4_1           40
nor2_1           170
nor3_1            58
nor4_1            41
o21ai_0          144
xnor2_1           44
Power and IR drop assume default switching activity.
