==> design/flow/config.mk <==
export PLATFORM = sky130hd
export DESIGN_NAME = ram
export DESIGN_NICKNAME = ram
export VERILOG_FILES = /design/flow/design.v
export SDC_FILE = /design/flow/constraint.sdc
export NUM_CORES = 4
export LEC_CHECK = 1
export CORE_UTILIZATION = 50
==> design/flow/constraint.sdc <==
current_design ram

set clk_period 6.1
set clk_io_pct 0.2

create_clock -name clk0 -period $clk_period [get_ports {clk}]

set non_clock_inputs [all_inputs -no_clocks]
set_input_delay [expr $clk_period * $clk_io_pct] -clock clk0 $non_clock_inputs
set_output_delay [expr $clk_period * $clk_io_pct] -clock clk0 [all_outputs]
==> design/flow/design.v <==
module ram(clk,ena,wena,addr,data_in,data_out);
input clk, ena, wena;
input [4:0] addr;
input wire [31:0] data_in;
output reg [31:0] data_out;
reg [31:0] bram[31:0];    
integer i;
reg [31:0] data;
    initial begin
    for(i=0;i<=31;i=i+1)
        bram[i] <= 32'b0;
    end
    always @(posedge clk)
    begin
     if (~ena)
       begin
         for(i=0;i<=31;i=i+1)
         data_out <= 32'bz;
       end
     else
       begin
       if (wena) begin
            bram[addr] <= data_in;
       end
       else begin
            data_out <= bram[addr];
       end
     end
    end
endmodule
==> design/flow/run.sh <==
#!/bin/bash
# OpenROAD 26Q1-2900-gdf79404cd8, Yosys 0.63+post, stock flow scripts
make -C /OpenROAD-flow-scripts/flow DESIGN_CONFIG=/design/flow/config.mk WORK_HOME=/design/flow/orfs finish
==> run notes <==
From the run reports.

- The H-tree was split into 3 levels.
- The number of global-route vias before repair is around 21000.
- The data arrival at the endpoint of the critical path reads between 4000 and 5000 ps.
- The total number of clock tree sinks is approximately 1100.
- The sequential element share of the synthesized area is 0.791.
- The post-route DRC violation count is 0.
- The critical-path maximum fanout reads 24.
- The clock insertion delay at the later pin of the skew report is 650 ps.
- The initial antenna violation count was 4.
- The half-perimeter wire length after detailed placement reads 57800 um.
- The number of DRC violations after detailed-routing iteration 0 is about 1300.
- In this run the worst hold path is classified as reg2reg.
- The kind of end point of the critical path is a register.
- The die height is about 290 um.
- The post-synthesis cell count from yosys reads about 2100.
- The run finished with clean final reports.
- The tally of buffers added on design ports is 71.
- In this run the static leakage power is ~0.016 uW.
- The post-synthesis cell type with the largest combined area is sky130_fd_sc_hd__edfxtp_1.
- The total count of max-transition violations in the final report reads 0.
- In the setup report, the worst path falls into the class in2reg.
- The most used flip-flop cell after synthesis is sky130_fd_sc_hd__edfxtp_1.
- By instance count after routing, the leading logic cell type is sky130_fd_sc_hd__edfxtp_1.
- By instance count after routing, the leading logic cell types are 1056 x sky130_fd_sc_hd__edfxtp_1, 512 x sky130_fd_sc_hd__mux2i_1, 253 x sky130_fd_sc_hd__o22ai_1.
- The die is ~290 um wide.
- The number of buffers inserted by post-CTS setup repair reads 0.
- The fraction of layout instances using a drive strength above 1 is 0.133.
- The final worst-path cycle share reads 0.682.
- The via count normalized by instance count reads between 5 and 6.
- The core region is approximately 0.079 mm^2.
- The share of synthesized area in the top cell type comes to 0.791.
- The power per standard cell area is 328 mW/mm^2.
- The floorplan step defined a die boundary enclosing slightly above 0.08 mm^2.
- The type of element launching the critical path reads a primary input.
- The synthesized netlist has a Yosys-reported chip area of 0.0401 mm^2.
- The number of rows created at floorplan is around 100.
- The quantity of hold-fixing buffers added after cts reads 0.
- The headroom to the max-slew limit reads 0.102.
- The time the final worst path needs with I/O delays and setup is between 4000 and 5000 ps.
- Yosys attributes the largest share of cell area to sky130_fd_sc_hd__edfxtp_1 79%, sky130_fd_sc_hd__mux2i_1 13%, sky130_fd_sc_hd__o22ai_1 3.9%.
- The total of warnings raised by yosys is 2.
- The measured slew at the worst slew-check pin is 1340 ps.
- The maximum operating frequency is between 0.2 and 0.25 GHz.
- The final report lists the setup-violating endpoint count as 0.
- The total via count in the routed design is approximately 20000.
- Setup repair after global routing left no endpoint under its margin.
- The total negative slack is 0 ps.
- The I/O pin total is slightly above 70.
- Once synthesis finished, the tally of register bits stood at between 1000 and 1500.
- The total congestion overflow reads 0.
- The cell at the root of the clock tree is sky130_fd_sc_hd__clkbuf_16.
- Counting flops with a built-in enable in the synthesized netlist gives ~1100.
- The global-route usage over all layers reads 0.264.
- The number of endpoints with negative hold slack in the final report is 0.
- The post-synthesis area per instance is ~19 um^2.
- The pre-CTS setup slack is 1430 ps.
- For the worst setup path, the data required time is between 6000 and 7000 ps.
- Across all setup checks in the final design, the least slack found is just under 2000 ps.
- The number of detailed-routing iterations run before antenna repair reads 5.
- The routed design has between 90000 and 100000 um of wire.
- Entering global routing, the biggest net connects around 95 pins.
- The maximum root-to-sink buffer count is 3.
- Buffers inserted during clock tree synthesis total between 100 and 150.
- The count of different cell masters after synthesis reads 24.
- Across the routed clock network, the largest skew measured is 15.8 ps.
- For this run, asynchronously set or reset flops after synthesis account for 0.
- The netlist area before placement reads approximately 0.040 mm^2.
- The wire length of the first global-routing pass reads roughly 140000 um.
- The number of antenna-violating nets in the routed design is 0.
- The report lists the number of cells resized after CTS as 0.
- In this run the layout overhead on the synthesized area is reported as 14.6%.
- The worst VDD IR drop from the latest analysis is about 0.24 mV.
- After filler insertion, the fill cell instance count of the layout stands at roughly 5700.
- The TritonCTS clock tree is built.
- At the floorplan stage, the core utilization is reported as 0.506.
- The count of mapped cells out of synthesis reads around 2100.
- On the worst setup and hold paths after CTS, the clock-pin slew comes to approximately 60 ps.
- Across all stage logs, warnings added up to 26.
- The routability congestion estimate reads 0.916.
- The post-detailed-route wirelength per cell is 27.6 um.
- The tool flagged a number of max-cap violations equal to 0.
[path summary, 6_finish.rpt]
kind	start	endpoint	slack, ps	depth (start not counted)
worst min register to register	bram[20][18]	data_out[18]	720	4
worst max register to register	bram[18][30]	data_out[30]	3870	4
worst min-delay path	bram[20][18]	data_out[18]	720	4
worst max-delay path	addr[4]	data_out[30]	1940	6
[layout make-up]
class	instances	area [um^2]	area share
diodes	1	2.50	0.0000545
clock buffers	128	2760	0.0600
clock inverters	66	603	0.0131
multi-input cells	927	7930	0.173
flip-flops and latches	1056	31700	0.691
well taps	1050	1310	0.0286
repair buffers	183	1600	0.0349
[synth_stat cells (3+ instances only)]
master / count
sky130_fd_sc_hd__buf_6: 15
sky130_fd_sc_hd__nand2_1: 36
sky130_fd_sc_hd__buf_2: 90
sky130_fd_sc_hd__o22ai_1: 253
sky130_fd_sc_hd__edfxtp_1: 1056
sky130_fd_sc_hd__nor2_1: 30
sky130_fd_sc_hd__nand4bb_1: 6
sky130_fd_sc_hd__nand4b_1: 5
sky130_fd_sc_hd__o22ai_2: 3
sky130_fd_sc_hd__nor3_1: 4
sky130_fd_sc_hd__clkbuf_1: 16
sky130_fd_sc_hd__mux2i_1: 512
sky130_fd_sc_hd__nor4_1: 64
[kinds of logic (layout without fill, tap and decap cells)]
logic type / after synthesis / in the layout / share of synthesized area
other: 0 / 1 / 0
DFF: 1056 / 1056 / 0.791
muxes: 512 / 512 / 0.128
buffers and inverters: 126 / 377 / 0.0180
and+or+nand+nor: 159 / 159 / 0.0225
AOI/OAI and AO/OA: 256 / 256 / 0.0404
[report_power, final]
group	switching [uW]	leakage [uW]	internal, uW	total (uW)
registers	35.4	0.00955	8070	8110
logic	430	0.00458	262	692
clock network	2610	0.00165	3670	6280
total	3080	0.0158	12000	15100
[metrics by stage]
stage	utilization	hold WS, ps	area [um^2]	total power [uW]	cells
5_1_grt	0.580	768	45900	15500	3410
3_5_place_dp	0.538	707	42600	8960	3216
3_3_place_gp	0.538	702	42600	8950	3216
6_report	0.580	716	45900	15100	3411
4_1_cts	0.580	722	45900	15200	3410
2_1_floorplan	-	647	40100	8560	2109
[registers in the layout, indices dropped and copies added, names as in the netlist]
| register | flops |
|---|---|
| data_out | 32 |
| bram | 1024 |
[worst max-delay path, cell delays in order]
cell                              delay [ps]
sky130_fd_sc_hd__clkdlybuf4s50_1         990
sky130_fd_sc_hd__nand4bb_2               480
sky130_fd_sc_hd__buf_4                   430
sky130_fd_sc_hd__o22ai_1                 160
sky130_fd_sc_hd__nor4_1                 1080
sky130_fd_sc_hd__nand2_1                 120
[metal layers]
layer / global-route usage / share of wire
met1: 0.381 / 0.36
met2: 0.353 / 0.44
met3: 0.211 / 0.18
met4: 0.0333 / 0.015
met5: 0.0233 / 0.0031
No activity file was given, so power comes from the tool's default toggle rates.
